**flow/config.mk**
```make
export PLATFORM = sky130hd
export DESIGN_NAME = eight_bit_counter
export DESIGN_NICKNAME = eight_bit_counter
export VERILOG_FILES = /design/flow/design.v
export SDC_FILE = /design/flow/constraint.sdc
export NUM_CORES = 4
export LEC_CHECK = 1
export CORE_AREA = 10 10 113 113
export DIE_AREA = 0 0 123 123
```
**flow/constraint.sdc**
```tcl
current_design eight_bit_counter

set clk_period 5.0
set clk_io_pct 0.2

create_clock -name clk0 -period $clk_period [get_ports {clk}]

set non_clock_inputs [all_inputs -no_clocks]
set_input_delay [expr $clk_period * $clk_io_pct] -clock clk0 $non_clock_inputs
set_output_delay [expr $clk_period * $clk_io_pct] -clock clk0 [all_outputs]
```
**flow/design.v**
```verilog
`timescale 1ns / 1ps
module eight_bit_counter(
        input clk, reset, output [7:0] count
    );
    reg [7:0] counter_up;
    reg [30:0] clk_counter;
    always@(posedge clk)
    begin
            if(clk_counter == 50000000)
            clk_counter <=0;
         else
            clk_counter <= clk_counter +1'b1;
     end
    always@(posedge clk)
        begin
            if(reset)
            counter_up <= 8'b0;
                else if(clk_counter == 50000000)
            counter_up <= counter_up +1;
        end
        assign count = counter_up;
endmodule
```
**flow/run.sh**
```bash
#!/bin/bash
# OpenROAD 26Q1-2900-gdf79404cd8, Yosys 0.63+post, stock flow scripts
make -C /OpenROAD-flow-scripts/flow DESIGN_CONFIG=/design/flow/config.mk WORK_HOME=/design/flow/orfs finish
```
==> flow_summary.ini <==
; flow metrics
[power_and_ir_drop]
ir_drop_mv = 0.0897
switching_share = 0.208
pwr-share-comb = 0.022
p_seq_frac = 0.584
pwr-share-clk = 0.394
cellPowerDensity_nw_per_um2 = 243
p_int_w = 0.000428
power_switching_w = 0.000112
finalPower_w = 0.000541
leakagePower_nw = 0.780

[synthesis]
async_flop_share = 0
netlist_area_um2 = 1910
synthAoiAreaFrac = 0.0570
ff_type = dfxtp_1
netlist_top_cells_area = dfxtp_1 41%, xnor2_1 6.9%, nand3_1 4.7%
synth_stat.cells = 216
synth_cell_types = 33
edf_count = 0
synth_warnings = 1
adder_share = 0.0197
synth_top_area_share = 0.409
synth_flops = 39
ys_area_um2 = 1910
synthMuxAreaShare = 0.0407
syn_area_per_cell_um2 = 8.83
top_area_cell = dfxtp_1
ys_seq_frac = 0.409
simple_gate_share = 0.344
synth-xor-area-share = 0.0964
ys_top_logic_family = simple AND/OR/NAND/NOR gates
syn_inst = 216

[final_timing]
setup_viol = 0
hold_viol = 0
worst-slew-pin-transition_ps = 455
finalClockSkew_ps = 11.3
min_period_ps = 2310
finalClockPeriodUsage = 0.462
max_freq_mhz = 433
maxSlewViolCount = 0
grt_setup_unrepaired = no
slew_headroom = 0.693
fin_setup_tns_ps = 0

[die]
core-area_um2 = 10300
num_io_pins = 10
dieHeight_um = 123
initial_core_util = 0.185
die_w_um = 123
die_area_um2 = 15100
row_count = 37

[clocking]
post_cts_buffers = 0
clk_pin_slew_worst_paths_ps = 80
holdBufCountCts = 0
post_cts_resize_count = 0
clock-sinks = 39
htree_levels = 2
clock-root-buffer = clkbuf_8
cts_buffer_depth = 2
cts_buffers = 5
cts_tree = done
worstSkewPairLatency_ps = 290

[critical_path]
path_class = reg -> reg
arrival_ps = 2490
path_cells = inv_1 -> ha_1 -> nor4b_1 -> nand4_1 -> nor4_1 -> mux2_2
slowest_delay_ps = 460
r2r-start = clk_counter[0]$_SDFF_PN0_
cpMaxStageDelayCell = nor4_1
end_kind = register
r2r-end = counter_up[7]$_SDFFE_PP0N_
r2r_slack_ps = 2690
required_ps = 5180
ff2ff_path_depth = 6
critPathMaxFanout = 7
start_kind = register

[layout]
mostFrequentLayoutCells = 39 x dfxtp_1, 19 x nor2_1, 18 x nand3_1
areaGrowthSynthToFinish_pct = 16.7
fin_util = 0.216
lay_top_count = dfxtp_1
drive_above_1_share = 0.0804

[drt]
postRouteAntennaNets = 0
drc = 0
via_per_inst = 4.28
first_pass_iters = 4
diodes = 0
num_vias = 1539
drt_iter0_drc = 118
wl_per_cell_um = 10.6
routed_wl_um = 3810

[grt]
grt_pass1_vias = 1368
grt_pass1_wl_um = 6420
grt-ovfl-total = 0
grt_max_degree = 15
antenna_found_initial = 0
grt_usage = 0.0500

[placement]
dp_hpwl_um = 2700
portBuffers = 9
place_congestion = 0.815

[flow_run]
maxCapViolations = 0
tool_warnings = 26

[worst_hold_path]
min_path_type = reg -> reg
hold_start = clk_counter[23]$_SDFF_PN0_
holdPathStages = 2
min_to = clk_counter[23]$_SDFF_PN0_

[status]
status = finished, final reports clean
==> how the worst max path moves through the flow <==
| stage | end | startpoint | cells after the start |
|---|---|---|---|
| final | counter_up[7]$_SDFFE_PP0N_ | clk_counter[0]$_SDFF_PN0_ | 6 |
| after global routing | counter_up[6]$_SDFFE_PP0N_ | clk_counter[0]$_SDFF_PN0_ | 6 |
| after CTS | count[0] | counter_up[0]$_SDFFE_PP0N_ | 1 |
==> power groups by stage <==
| stage | clock [W] | sequential [W] | combinational [W] |
|---|---|---|---|
| finish | 0.000213 | 0.000316 | 0.0000118 |
| CTS | 0.000221 | 0.000316 | 0.0000120 |
| global route | 0.000235 | 0.000316 | 0.0000134 |
==> sequential cells by signal, summed over array words and instances, names as in the netlist <==
signal,flops
counter_up,8
clk_counter,31
==> through the flow <==
stage | instance area (um2) | setup WS, ps | std cells | hold slack (ps)
2_1_floorplan | 1910 | 3020 | 216 | 449
3_3_place_gp | 2140 | 2750 | 353 | 475
3_5_place_dp | 2140 | 2750 | 353 | 484
4_1_cts | 2230 | 2730 | 360 | 496
5_1_grt | 2230 | 2510 | 360 | 539
6_report | 2230 | 2690 | 360 | 497
==> synthesized netlist by cell type, types with 5 or more instances <==
cell type  instances
xnor2_1           15
nor2_1            19
nand4_1           11
clkbuf_1           5
nand2_1           12
mux2_2             6
nor4b_1            5
inv_1              5
a21oi_1            9
o21ai_0            5
nor2b_1            7
nand3_1           18
or3_1              6
or4_1              5
nor4_1             7
nor3_1             7
xor2_1             6
dfxtp_1           39
==> worst max-delay path: cells and delay by family (launching register included) <==
kind	cells	cell delay (ps)
and+or+nand+nor	3	1210
muxes	1	370
buffers and inverters	1	70
DFF	1	360
adders and majority gates	1	180
==> routing by layer <==
| metal | part of all wire | vias up | global-route usage |
|---|---|---|---|
| met3 | 0.081 | 2 | 0.0139 |
| li1 | - | 802 | - |
| met5 | 0 | - | 0 |
| met4 | 0.0034 | 0 | 0.00509 |
| met1 | 0.51 | 698 | 0.0740 |
| met2 | 0.40 | 37 | 0.0736 |
==> final cells by class <==
cell class | count | area (um2)
fillers | 1105 | 8100
multi-input cells | 162 | 1060
flip-flops and latches | 39 | 781
well taps | 136 | 170
repair buffers | 11 | 105
clock buffers | 6 | 82.6
inverters | 5 | 18.8
clock inverters | 1 | 5.00
==> kinds of logic after synthesis <==
group	Yosys count
AOI/OAI and AO/OA	19
muxes	7
and+or+nand+nor	112
buffers and inverters	15
adders and majority gates	3
xor gates and xnor gates	21
DFF	39
Power figures rest on the tool's default switching activity, not on a simulated workload.
