**flow/design.v**
```verilog
`timescale 1ns/1ps
module AquariumController(input [2:0] temperature_sensor,
    					  input [2:0] humidity_sensor,
    					  input waterlvl_sensor,
                          input clk,
                          input [2:0] set_temperature,
  	                      input [2:0] set_humidity,
  	                      input clr,
  	                      input water_level_ok,
    					  output reg pump_control_hot,
                          output reg pump_control_cold);
  reg [30:0]clk_count;
    reg [30:0]clkctr;
  	reg [2:0] temperature;
  	reg [2:0] humidity;
    always @(posedge clk) 
    begin
        clk_count<=49999999;
        temperature <= temperature_sensor;
        humidity <= humidity_sensor;
        if (clr==1'b1) begin
          if (clkctr==clk_count) begin
            clkctr <= 31'd0;
            if (temperature < set_temperature && humidity > set_humidity && water_level_ok!=waterlvl_sensor) 
            begin
                 pump_control_hot <= 1'b1;
                 pump_control_cold <= 1'b0;
            end 
          else if (temperature > set_temperature && humidity < set_humidity && water_level_ok!=waterlvl_sensor) 
            begin
                 pump_control_hot <= 1'b0;
                 pump_control_cold <= 1'b1;
            end 
            else 
            begin
                 pump_control_hot <= 1'b0;
                 pump_control_cold <= 1'b0;
             end
          end
          else
          clkctr <= clkctr + 31'b1;
      end
      else
      begin
        clkctr <= 31'd0;
        pump_control_hot <= 1'b0;
        pump_control_cold <= 1'b0;
      end
    end    
endmodule
```
**flow/run.sh**
```bash
#!/bin/bash
# OpenROAD 26Q1-2900-gdf79404cd8, Yosys 0.63+post, stock flow scripts
make -C /OpenROAD-flow-scripts/flow DESIGN_CONFIG=/design/flow/config.mk WORK_HOME=/design/flow/orfs finish
```
**flow/config.mk**
```make
export PLATFORM = sky130hd
export DESIGN_NAME = AquariumController
export DESIGN_NICKNAME = AquariumController
export VERILOG_FILES = /design/flow/design.v
export SDC_FILE = /design/flow/constraint.sdc
export NUM_CORES = 4
export LEC_CHECK = 1
export CORE_UTILIZATION = 40
```
**flow/constraint.sdc**
```tcl
current_design AquariumController

set clk_period 3.3
set clk_io_pct 0.2

create_clock -name clk0 -period $clk_period [get_ports {clk}]

set non_clock_inputs [all_inputs -no_clocks]
set_input_delay [expr $clk_period * $clk_io_pct] -clock clk0 $non_clock_inputs
set_output_delay [expr $clk_period * $clk_io_pct] -clock clk0 [all_outputs]
```
==> flow_summary.yaml <==
# generated from flow reports
setup_path:
  path_buffers: 1
  arrival_ns: 2.42
  ff2ff_setup_slack_ns: 1.05
  regToRegStartpoint: "clkctr[0]$_SDFF_PP0_"
  path_cells: "ha_1 > and2_1 > nand3_1 > nor4_2 > nand2b_1 > buf_4 > nor2_1"
  critPathMaxStageDelay_ns: 0.50
  crit_type: "reg -> reg"
  r2r_cells: 7
  path_max_fanout: 30
  critPathCaptureType: "flop"
  cpMaxStageDelayCell: "nor4_2"
  crit_cells: 7
  cp_top_family: "simple AND/OR/NAND/NOR gates"
  cp_data_required_time_ns: 3.47
  worst_setup_path_start_kind: "flop"
  r2r-end: "clkctr[5]$_SDFF_PP0_"
routing:
  num_vias: 1410
  firstDrtPassIters: 4
  drc: 0
  antennaDiodeCount: 0
  drtIter0Drc: 54
  wl_per_cell_um: 12.1
  via_per_inst: 5.09
  drtAntennaViolNets: 0
  routed_wl_um: 3360
clock_network:
  cts_resized: 0
  clock_latency_ns: 0.28
  clockBufferDepth: 2
  cts_buffers: 5
  clk_transition_reported_paths_ns: 0.07
  root_buffer: "clkbuf_8"
  cts_tree: "done"
  htree_levels: 2
  cts_sinks: 39
  postCtsSetupBuffers: 0
  postCtsHoldBufs: 0
final_timing:
  setup_viol: 0
  worstMarginPinSlew_ns: 0.586
  max_freq_mhz: 444
  relSlewSlack_pct: 60.6
  rsz0062_at_grt: "no"
  post-route-period-util_pct: 68.3
  final_hold_viol_count: 0
  finClkSkew_ns: 0.00438
  fin_tns_setup_ns: 0
  slew_violations: 0
  period_minus_slack_ns: 2.25
  holdWs_ns: 0.458
synthesis:
  synth_cells: 206
  ys_cells: 206
  synth_chip_area_um2: 1880
  adder_share_pct: 4.67
  logic_family: "simple AND/OR/NAND/NOR gates"
  ys_seq_share_pct: 41.6
  ys_sh_mux_pct: 0.534
  netlist_area_um2: 1880
  syn-mean-instance-area_um2: 9.10
  ys.flops: 39
  yosysUniqueCellTypes: 34
  ys_sh_aoi_pct: 2.07
  simple_gate_area_share_pct: 33.0
  yosysWarningCount: 1
  ys_sh_xor_pct: 13.5
power_and_ir_drop:
  power_density_nw_per_um2: 404
  ir_worst_vdd_uv: 254
  p_leak_nw: 0.817
floorplan:
  dieArea_um2: 4970
  die_w_um: 70.5
  initial_utilization_pct: 42.2
  pin_count: 18
  core_area_um2: 4440
  fp.dieH_um: 70.5
  std_cell_rows: 24
job:
  max-cap-violations: 0
  tool_warnings: 25
global_route:
  grt_max_degree: 31
  antenna_found_initial: 0
  grt_pass1_vias: 1371
  grt_pass1_wl_um: 6140
  grt-ovfl-total: 0
  grt_use_total_pct: 15.7
final_layout:
  seq_area_um2: 781
  logic_area_um2: 1010
  drive_gt1_share_pct: 8.89
  fillers: 428
  syn_to_final_growth_pct: 15.9
run_status:
  status: "complete, no violations"
worst_hold_path:
  holdPathEnd: "pump_control_hot$_SDFFE_PN0N_"
  hold_depth: 2
  worstHoldStart: "pump_control_hot$_SDFFE_PN0N_"
  hp-class: "reg -> reg"
placed_design:
  globalplace.congestion: 0.784
  dp_hpwl_um: 2340
  io_buffers: 17
## synth_stat cells
cell type	n	area share [%]
dfxtp_1	39	42
nor2_1	35	7.0
xor2_1	16	7.5
nand3_1	15	4.0
xnor2_1	13	6.1
nand4_1	12	4.0
inv_1	11	2.2
nand2_1	9	1.8
ha_1	7	4.7
and3_1	5	1.7
and4_1	4	1.9
buf_4	4	1.6
nor4_2	4	2.7
and2_1	3	1.0
nor3_2	3	1.6
nor4_1	3	1.0
a21oi_1	2	0.53
buf_2	2	0.53
nand2b_1	2	0.67
nand4_2	2	1.3
o21ai_0	2	0.53
a21o_1	1	0.40
a31oi_1	1	0.33
clkbuf_1	1	0.20
mux2i_1	1	0.53
nand4_4	1	1.1
nor2b_1	1	0.33
nor3_1	1	0.27
nor4_4	1	1.1
nor4b_1	1	0.47
o21ai_1	1	0.27
or2_2	1	0.33
or3_1	1	0.33
or4_1	1	0.40
## state kept, by name (all words and copies together), names as in the netlist
register and flops:
clkctr 31, humidity 3, temperature 3, pump_control_cold 1, pump_control_hot 1
## stage by stage
stage                     area (um^2)  util (%)  setup WS (ns)  total power (W)  cells
after floorplan                  1880         -           1.44         0.000517    206
after global placement           2070      46.7          0.937         0.000540    269
after detailed placement         2070      46.7          0.901         0.000540    269
after CTS                        2170      48.9          0.984         0.000895    277
after global routing             2170      48.9          0.783         0.000928    277
final                            2170      48.9           1.05         0.000878    277
## logic make-up (layout without fill, tap and decap cells)
group | after synthesis | in the layout
XOR/XNOR | 29 | 29
adder cells (fa/ha/maj) | 7 | 7
AND-OR/OR-AND | 7 | 7
AND/OR/NAND/NOR | 105 | 105
buffers and inverters | 18 | 37
flip-flops | 39 | 39
multiplexers | 1 | 1
## worst max-delay path by stage
stage | start | end | slack [ns]
4_1_cts | clkctr[0]$_SDFF_PP0_ | clkctr[5]$_SDFF_PP0_ | 0.98
5_1_grt | clkctr[0]$_SDFF_PP0_ | clkctr[16]$_SDFF_PP0_ | 0.78
6_report | clkctr[0]$_SDFF_PP0_ | clkctr[5]$_SDFF_PP0_ | 1.05
## placed cells by master, fill, tap and decap left out, types with 2 or more instances in the layout
| cell | instances |
|---|---|
| nand2_1 | 9 |
| nor4_1 | 3 |
| and3_1 | 5 |
| clkbuf_8 | 7 |
| dfxtp_1 | 39 |
| and4_1 | 4 |
| a21oi_1 | 2 |
| nor4_2 | 4 |
| nand2b_1 | 2 |
| nor3_2 | 3 |
| and2_1 | 3 |
| nand3_1 | 15 |
| nand4_1 | 12 |
| nand4_2 | 2 |
| nor2_1 | 35 |
| xor2_1 | 16 |
| clkdlybuf4s50_1 | 17 |
| xnor2_1 | 13 |
| o21ai_0 | 2 |
| inv_1 | 11 |
| ha_1 | 7 |
## power breakdown
group,internal (W),switching [W]
Combinational,0.0000277,0.0000197
Sequential,0.000477,0.00000386
Clock,0.000191,0.000158
Total,0.000696,0.000182
## tightest hold or removal path: cells and delay by family (launching register included)
kind,cells,cell delay [ns]
muxes,1,0.05
DFF,1,0.31
and+or+nand+nor,1,0.05
## final cells by class
cell class / instances / share of cell area (%)
inverters: 11 / 1.90
flip-flops and latches: 39 / 35.9
repair buffers: 18 / 8.17
clock buffers: 8 / 4.60
multi-input cells: 149 / 46.4
well taps: 52 / 2.99
## metal layers
layer | global-route usage, % | part of all wire (%) | vias to the layer above
met4 | 2.04 | 1.3 | 0
met1 | 24.0 | 51 | 639
met3 | 2.92 | 3.8 | 5
li1 | - | - | 744
met5 | 0 | 0 | -
met2 | 24.6 | 44 | 22
Power figures rest on the tool's default switching activity, not on a simulated workload.
