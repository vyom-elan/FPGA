## flow/config.mk

```make
export PLATFORM = sky130hd
export DESIGN_NAME = four_bit_counter
export DESIGN_NICKNAME = four_bit_counter
export VERILOG_FILES = /design/flow/design.v
export SDC_FILE = /design/flow/constraint.sdc
export NUM_CORES = 4
export LEC_CHECK = 1
export CORE_UTILIZATION = 50
```

## flow/constraint.sdc

```tcl
current_design four_bit_counter

set clk_period 5.2
set clk_io_pct 0.2

create_clock -name clk0 -period $clk_period [get_ports {clk}]

set non_clock_inputs [all_inputs -no_clocks]
set_input_delay [expr $clk_period * $clk_io_pct] -clock clk0 $non_clock_inputs
set_output_delay [expr $clk_period * $clk_io_pct] -clock clk0 [all_outputs]
```

## flow/design.v

```verilog
`timescale 1ns / 1ps
module four_bit_counter(
        input clk, reset, input increment, input decrement, output reg [3:0] count
    );
    reg enable;
    reg [3:0] mux_out;
    wire incr_out;
    wire decr_out;
    debounce incr_db(
        .clk(clk),
        .reset(reset),
        .in(increment),
        .out(incr_out)
      );
     debounce decr_db(
            .clk(clk),
            .reset(reset),
            .in(decrement),
            .out(decr_out)
     );
    always@(*)
        enable = incr_out | decr_out;
    always@(*)
    begin
        case(incr_out)
        1'b1: mux_out = count + 1;
        1'b0: mux_out = count - 1;
        endcase
     end
     always@(posedge clk)
        if(reset)
            count <= #1 0;
        else if(enable)
            count <= #1 mux_out;
 endmodule
 module debounce(
               input clk,
               input reset,
               input in,
               output out
);
parameter MAX_VALUE = 100000000;
reg count_en , clr;
reg [31:0] count;
always@(posedge clk)
    if(reset || clr)
        count_en <= 0;
    else if(in)
        count_en <= 1;
 always@(posedge clk)
     if(reset || clr)
        count <= 0;
    else if(in)
        count <= count + 1;
 always@* clr = count == MAX_VALUE;
 assign out = clr;
 endmodule
```

## flow/run.sh

```bash
#!/bin/bash
# OpenROAD 26Q1-2900-gdf79404cd8, Yosys 0.63+post, stock flow scripts
make -C /OpenROAD-flow-scripts/flow DESIGN_CONFIG=/design/flow/config.mk WORK_HOME=/design/flow/orfs finish
```

==> impl_metrics.tcl <==
# collected from the flow reports
set metrics [dict create \
    r2r-start "incr_db.count[13]" \
    final_util 0.5681 \
    rsz0062_at_grt "no" \
    cts_resized 0 \
    cts_buffers 9 \
    power_frac_comb 0.030 \
    finalSetupTns_ns 0 \
    num_io_pins 8 \
    diodes 0 \
    ctsHoldBuffers 0 \
    dp_hpwl_um 4912 \
    antenna_found_initial 0 \
    synthCells 411 \
    path_clk_slew_ns 0.08 \
    layout_top_cells "68 x dfxtp_1, 66 x nor2_1, 31 x xnor2_1" \
    synth-edff-count 0 \
    finalHoldViolations 0 \
    min_path_cells 2 \
    floorplan.core_util 0.5227 \
    ff_type "dfxtp_1" \
    min_period_over_period 0.5856 \
    die_w_um 86.51 \
    worst_ep_arrival_time_ns 3.28 \
    drc 0 \
    dpl.cell_count 498 \
    grt_overflow 0 \
    power.total_mw 1.035 \
    rows 30 \
    post-route-min-period_ns 3.045 \
    chipArea_mm2 0.007484 \
    outcome "complete, no violations" \
    r2r_cells 9 \
    areaGrowthSynthToFinish_pct 8.689 \
    wl_per_cell_um 14.11 \
    start_kind "flop" \
    worst_pin_slew_ns 0.8309 \
    p_sw_frac 0.2226 \
    relSlewSlack 0.4409 \
    num_vias 2839 \
    maxCapViolCount 0 \
    placed_area_mm2 0.003667 \
    final_area_mm2 0.003881 \
    synth_cell_types 45 \
    cts_max_path_buffers 2 \
    root_buffer "clkbuf_8" \
    r2r_end "count[3]" \
    mostFrequentLayoutCell "dfxtp_1" \
    drt-initial-drc-count 75 \
    grt_pass1_wl_um 12410 \
    async_flop_share 0 \
    portBuffers 7 \
    core_area_mm2 0.006832 \
    synth_flops 68 \
    htreeDepth 3 \
    min_to "decr_db.count[16]" \
    yosysSeqAreaShare 0.3812 \
    p_seq_frac 0.512 \
    numClockSinks 68 \
    setup_ws_ns 2.155 \
    critPathKind "reg -> reg" \
    syn_area_per_cell_um2 8.688 \
    postCtsSetupBuffers 0 \
    routed_wl_um 7238 \
    ys_chip_area_mm2 0.003571 \
    grt_max_degree 35 \
    pre_cts_ws_ns 1.937 \
    final-setup-viol-count 0 \
    via_per_inst 5.534 \
    internal_power_mw 0.8045 \
    holdCritStartpoint "decr_db.count[16]" \
    gp_congestion 0.8354 \
    clkPwrFrac 0.458 \
    ff2ff_setup_slack_ns 2.16 \
    hold_ws_ns 0.4887 \
    tool_warnings 27 \
    drive_above_1_share 0.07674 \
    end_kind "flop" \
    clock_latency_ns 0.35 \
    die_y_um 86.51 \
    hold_class "reg -> reg" \
    clock_skew_ns 0.006534 \
    first_pass_iters 4 \
    leakage_nw 1.258 \
    max_clock_freq_mhz 328.4 \
    syn_area_mm2 0.003571 \
    power_switching_mw 0.2304 \
    power_density_mw_per_mm2 266.6 \
    grt_pass1_vias 2651 \
    grt_usage 0.2129 \
    yosys_warnings 2 \
    vdd_ir_drop_max_mv 0.1146 \
    crit_fanout 5 \
    yosys_cells 411 \
    crit_required_ns 5.43 \
    layout.cells.non_filler 513 \
    report.final.slew_viol_count 0 \
    cts_tree "yes" \
    ant_nets 0 \
]
## cell usage after synthesis (2+ instances only)
| cell | count | area (um^2) |
|---|---|---|
| nand4_1 | 23 | 143.9 |
| and4_1 | 13 | 113.9 |
| nor4b_1 | 12 | 105.1 |
| nand3_1 | 19 | 95.09 |
| inv_1 | 15 | 56.30 |
| dfxtp_1 | 68 | 1361 |
| a21o_1 | 2 | 15.01 |
| ha_1 | 6 | 75.07 |
| buf_4 | 3 | 22.52 |
| mux2i_1 | 4 | 40.04 |
| nor3b_1 | 2 | 15.01 |
| mux2_2 | 2 | 22.52 |
| and2_1 | 2 | 12.51 |
| buf_2 | 7 | 35.03 |
| or3_1 | 10 | 62.56 |
| xnor2_1 | 31 | 271.5 |
| xor2_1 | 21 | 183.9 |
| nand4_2 | 3 | 37.54 |
| nand2_1 | 25 | 93.84 |
| nor4bb_1 | 2 | 20.02 |
| nor2_1 | 66 | 247.7 |
| a21oi_1 | 9 | 45.04 |
| nor4_1 | 21 | 131.4 |
| nor3_1 | 10 | 50.05 |
| nor4_4 | 2 | 42.54 |
| or4_4 | 2 | 22.52 |
| o21ai_0 | 8 | 40.04 |
| clkbuf_1 | 4 | 15.01 |
| buf_6 | 3 | 33.78 |
## worst max-delay path by stage
| stage | to | startpoint | slack [ns] | depth (start not counted) |
|---|---|---|---|---|
| 4_1_cts | count[3] | incr_db.count[0] | 2.15 | 11 |
| 5_1_grt | count[3] | incr_db.count[0] | 1.91 | 11 |
| 6_report | count[3] | incr_db.count[13] | 2.16 | 9 |
## layer usage
layer | vias to the layer above | routed length [um] | GRT usage
met5 | - | 0 | 0
met4 | 0 | 69 | 0.01970
met3 | 6 | 236 | 0.04734
met2 | 27 | 3588 | 0.3709
met1 | 1341 | 3344 | 0.2880
li1 | 1465 | - | -
## cell type report
class / count / area (um^2)
clock buffers: 9 / 123.9
clock inverters: 6 / 90.09
repair buffers: 9 / 85.08
well taps: 96 / 120.1
fillers: 616 / 2950
flip-flops and latches: 68 / 1361
multi-input cells: 310 / 2044
inverters: 15 / 56.30
## registers in the layout, summed over array words and instances, names as in the netlist
register	cells
decr_db.count	32
count	4
incr_db.count	32
## power by group through the flow
stage	clock network, mW	registers [mW]	logic (mW)
finish	0.474	0.530	0.0310
global route	0.508	0.531	0.0355
CTS	0.486	0.530	0.0315
## worst max-delay path: stages, from the launching register on
cell and delay (ns):
dfxtp_1 0.40, nor4b_1 0.47, nand4_1 0.34, or3_1 0.50, ha_1 0.29, a21o_1 0.17, a21o_1 0.21, nor3_1 0.20
nor3b_1 0.08, a311o_1 0.27
## cells by family (layout without fill, tap and decap cells)
family,count (synthesis),in the layout,synth area share
AOI/OAI and AO/OA,26,26,0.04800
xor gates and xnor gates,52,52,0.1275
adders and majority gates,7,7,0.02663
buffers and inverters,33,39,0.04870
DFF,68,68,0.3812
muxes,6,6,0.01752
and+or+nand+nor,219,219,0.3504
Power is estimated from default activity; no workload was simulated.
